--- design/flow/config.mk ---
export PLATFORM = sky130hd
export DESIGN_NAME = FSKSystem
export DESIGN_NICKNAME = FSKSystem
export VERILOG_FILES = /design/flow/design.v
export SDC_FILE = /design/flow/constraint.sdc
export NUM_CORES = 4
export LEC_CHECK = 1
export CORE_UTILIZATION = 40
--- design/flow/constraint.sdc ---
current_design FSKSystem

set clk_period 1.9
set clk_io_pct 0.2

create_clock -name clk0 -period $clk_period [get_ports {clk}]

set non_clock_inputs [all_inputs -no_clocks]
set_input_delay [expr $clk_period * $clk_io_pct] -clock clk0 $non_clock_inputs
set_output_delay [expr $clk_period * $clk_io_pct] -clock clk0 [all_outputs]
--- design/flow/design.v ---
module FSK (FSK_in, FSK_out, clk, rst_n);
	input FSK_in;
	input clk;
	input rst_n;
	output FSK_out;
	reg [1:0] cnt;
	reg clk_0, clk_1;
	always @(posedge clk or negedge rst_n)
	begin
		if(~rst_n)
			cnt <= 2'd0;
		else
			cnt <= (cnt < 2'd3)? (cnt + 2'd1): 2'd0;
	end
	always @(cnt)
	begin
		case(cnt)
			2'd0: begin clk_0 = 1; clk_1 = 1; end 
			2'd1: begin clk_0 = 0; clk_1 = 1; end
			2'd2: begin clk_0 = 1; clk_1 = 0; end
			2'd3: begin clk_0 = 0; clk_1 = 0; end
		endcase
	end
	assign FSK_out = (~FSK_in)? clk_0: clk_1;
endmodule
module FSKSystem(inputData, outputData, clk, wr, rst_n, encode_en);
    input clk, rst_n, encode_en;
    input [3:0] inputData;
    output wr;
    output [3:0] outputData;
    wire clkCode;
    wire dataToFSK;
    wire dataToDeFSK;
    wire dataToDecoder;
    clk_code codeClk(clk, clkCode, rst_n);
    encode encoder(inputData, dataToFSK, encode_en, clkCode, rst_n);
    FSK FSKer(dataToFSK, dataToDeFSK, clk, rst_n);
    deFSK deFSKer(dataToDeFSK, dataToDecoder, clk, rst_n);
    decode decoder(dataToDecoder, outputData, wr, clkCode, rst_n);
endmodule
module clk_code(clk, output_clk, rst_n);
    input clk;
    input rst_n;
    output output_clk;
    reg [3:0] counter;
    reg output_clk;
    always @(posedge clk or negedge rst_n)
    begin
        if (~rst_n)
        begin
            counter <= 4'd0;
            output_clk <= 1'd0;
        end
        else 
        begin
            counter <= (counter < 4'b1111)? (counter + 4'd1): 4'd0;
            output_clk <= (counter == 4'd0)? ~output_clk: output_clk;
        end
    end
endmodule
module deFSK (deFSK_in, deFSK_out, clk, rst_n);
	input deFSK_in;
	input clk;
	input rst_n;
	output deFSK_out;
	reg [4:0] cnt_period;
	reg [4:0] c_cnt_in, n_cnt_in;
	reg c_data, p_data;
	reg c_out, n_out;
	always @(posedge clk or negedge rst_n)
	begin
		if(~rst_n)
		begin
			cnt_period <= 5'd0;
			c_cnt_in <= 5'd0;
			c_data <= 1'd0;
			p_data <= 1'd0;
			c_out <= 1'd0;
		end
		else
		begin
			cnt_period <= (cnt_period < 5'b11111)? (cnt_period + 5'd1): 5'd0;
			c_cnt_in <= n_cnt_in;
			c_data <= deFSK_in;
			p_data <= c_data;
			c_out <= n_out;
		end
	end
	always @(c_cnt_in, c_data, p_data)
	begin
		if(p_data == 1'b0 && c_data == 1'b1)
			n_cnt_in = (cnt_period == 5'd0)? 5'd0: (c_cnt_in + 5'd1);
		else
			n_cnt_in = (cnt_period == 5'd0)? 5'd0: c_cnt_in;
	end
	always @(c_cnt_in, cnt_period, c_out)
	begin
		if(cnt_period == 5'd0)
			n_out = (c_cnt_in <= 5'd12)? 1'b1: 1'b0;
		else
			n_out = c_out;
	end
	assign deFSK_out = c_out;
endmodule
module decode (data_in, data_out, wrg_show, clk, rst_n);
	input data_in;
	input clk;
	input rst_n;
	output [3:0] data_out;
	output wrg_show;
	reg [3:0] c_state, n_state;
	reg [6:0] c_data, n_data;
	reg [4:0] data_check;
	reg [4:0] crt_data;
	wire [2:0] hamming_check;
	always @(posedge clk or negedge rst_n)
	begin
		if(~rst_n)
		begin
			c_state <= 4'd0;
			c_data <= 7'd0;
			data_check <= 5'd0;
		end
		else
		begin
			c_state <= n_state;
			c_data <= n_data;
			data_check <= (c_state == 4'd10)? crt_data: data_check;
		end
	end
	always @(c_state, data_in)
	begin
		case(c_state)
			4'd0: n_state = (data_in == 1'd1)? 4'd1: 4'd0;
			4'd1: n_state = (data_in == 1'd1)? 4'd2: 4'd0;
			4'd2: n_state = (data_in == 1'd0)? 4'd3: 4'd0;
			default: n_state = (c_state < 4'd10)? (c_state + 4'd1): 4'd0;
		endcase
	end
	always @(c_state, c_data, data_in)
	begin
		if(c_state < 4'd3)
			n_data = 4'd0;
		else if(c_state < 4'd10)
			n_data = {c_data[5:0], data_in};
		else
			n_data = c_data;
	end
	assign hamming_check[2] = c_data[6] ^ c_data[5] ^ c_data[4] ^ c_data[2];
	assign hamming_check[1] = c_data[6] ^ c_data[5] ^ c_data[3] ^ c_data[1];
	assign hamming_check[0] = c_data[6] ^ c_data[4] ^ c_data[3] ^ c_data[0];
	always @(hamming_check, c_data)
	begin
		if(hamming_check == 3'b000)
			crt_data = {c_data[6:3], 1'b0};
		else if(hamming_check == 3'b111)
			crt_data = {~c_data[6], c_data[5:3], 1'b0};
		else if(hamming_check == 3'b110)
			crt_data = {c_data[6], ~c_data[5], c_data[4:3], 1'b0};
		else if(hamming_check == 3'b101)
			crt_data = {c_data[6:5], ~c_data[4], c_data[3], 1'b0};
		else if(hamming_check == 3'b011)
			crt_data = {c_data[6:4], ~c_data[3], 1'b0};
		else
			crt_data = {c_data[6:3], 1'b1};
	end
	assign data_out = data_check[4:1];
	assign wrg_show = data_check[0];
endmodule
module encode (data_in, data_out, encode_en, clk, rst_n);
	input [3:0] data_in;
	input clk;
	input rst_n;
	input encode_en;
	output data_out;
	reg [3:0] c_state, n_state;
	reg [3:0] c_data, n_data;
	reg data_out;
	always @(posedge clk or negedge rst_n)
	begin
		if(~rst_n)
		begin
			c_state <= 4'd0;
			c_data <= 4'd0;
		end
		else
		begin
			c_state <= n_state;
			c_data <= n_data;
		end
	end
	always @(c_state, encode_en, c_data)
	begin
		if(c_state == 4'd0)
		begin
			n_state = (encode_en)? 4'd1:4'd0;
			n_data = data_in;
		end
		else if(c_state < 4'd10)
		begin
			n_state = c_state + 4'd1;
			n_data = c_data;
		end
		else
		begin
			n_state = 4'd0;
			n_data = 4'd0;
		end
	end
	always @(c_state, c_data)
	begin
		case(c_state)
			4'd0: data_out = 1'b0;
			4'd1: data_out = 1'b1;
			4'd2: data_out = 1'b1;
			4'd3: data_out = 1'b0;
			4'd4: data_out = c_data[3];
			4'd5: data_out = c_data[2];
			4'd6: data_out = c_data[1];
			4'd7: data_out = c_data[0];
			4'd8: data_out = c_data[3] ^ c_data[2] ^ c_data[1];
			4'd9: data_out = c_data[3] ^ c_data[2] ^ c_data[0];
			4'd10: data_out = c_data[3] ^ c_data[1] ^ c_data[0];
			default: data_out = 1'b0;
		endcase
	end
endmodule
--- design/flow/run.sh ---
#!/bin/bash
# OpenROAD 26Q1-2900-gdf79404cd8, Yosys 0.63+post, stock flow scripts
make -C /OpenROAD-flow-scripts/flow DESIGN_CONFIG=/design/flow/config.mk WORK_HOME=/design/flow/orfs finish
==> run summary <==
flow finished, numbers: worst-margin pin slew 0.7407 ns, initial antenna violation count 0, Core Region 0.005540 mm², HP Class input pin to asynchronous set/reset pin, register pins left without a clock 24, DR WL/cell 11.38 µm, Gate power share 0.041, status completed, largest net degree at the start of global routing 34, Pint 621.1 µW, Setup Skew 0.002781 ns, row count 27, Worst R2R Start deFSKer.cnt_period[0], tally of OpenROAD warnings 34, Max-Cap Viols 0, P per Cell Area 303.6 mW/mm², Area growth, synth to finish 10.30%, count leader, synth dfrtp_1, Post-synth regs 44, Port Buffer Count 11, switch share 0.1961, Max Transition Viols Final 0, setup tns final 0 ns, Synth area leader dfrtp_1, Worst Setup End Kind flip-flop, Clock Power Share 0.409, achievable frequency 0.7312 GHz, routability cong. 0.8047, ant diodes 0, total die size 0.006075 mm², Max VDD drop 0.0003124 V, Yosys top cell area share 0.4772, WHS 0.1807 ns, flop2flop setup slack 0.53 ns, endpoints left unconstrained 29, Cells after Synth 225, Setup violations, final 0, Sw Pwr 151.5 µW, Ys Warns 5, sequential share of power 0.550, Die X 77.95 µm, cell leakage power 0.001118 µW, CTS tree yes, Synth Seq Share 0.4772, final wirelength 3515 µm, die height 77.95 µm, Cell Type Count 39, CTS resizes 0, top cells, area dfrtp_1 (48%), ha_1 (8.1%), xnor2_1 (6.8%), nor2_1 (3.3%), nand2_1 (3.1%), First-pass DRT Iterations 6, Root Buffer clkbuf_8, mapped cell area 0.002307 mm², htree depth 1, DP HPWL 2549 µm, Post-CTS Setup Bufs 0, worst r2r path cells 4, RSZ-0062 raised after global routing no, post-detailed-route DRC marker count 0, vias in the first global route 1,471, global route overflow 0, Rel. slew slack 0.5062, first-pass GRT wire length 6520 µm, crit share post-route 0.7198, proportion of layout cells with a drive suffix above 1 0.06751, min Tclk post-route 1.368 ns, CP arrival 1.51 ns, EDFF count, synth 0, Syn Area/Cell 10.25 µm², Vias/cell 4.861, FP Util 0.4164, Clock Path Buffers 2, Yosys chip area 0.002307 mm², list of most frequent post-synthesis cells dfrtp_1 (44), nor2_1 (20), nand2_1 (19), xnor2_1 (18), Startpoint Class flip-flop, hold_buf cts 0, via count 1,502, crit path max fanout 5, r2r endpoint deFSKer.c_out, Num CTS Buffers 3, Yosys Instances 225, initial DRC count 86, final hold vios 0, DRT antenna net count 0, kind of critical path flip-flop to flip-flop, GRT Total Usage 0.1357, Synth async-reset ratio 1.000, Synth Flop Type dfrtp_1, Data required, critical path 2.04 ns, I/O pins 12, Worst-Skew Late Latency 0.25 ns, Clk pin slew, worst setup/hold paths 0.07 ns
-- layout by cell type (no fill, tap or decap), drive strengths merged, types with 3 or more instances in the layout --
cell and n:
dfrtp 44, nor2 20, buf 3, clkbuf 4
inv 15, a22oi 5, nor3 8, xor2 7
xnor2 19, clkdlybuf4s50 10, nand2 19, nor2b 5
mux2i 7, a21oi 9, ha 15, o21ai 19
nand3 5
-- state kept, by name (all words and copies together), names as in the netlist --
| register | cells |
|---|---|
| decoder.c_data | 7 |
| deFSKer.c_cnt_in | 5 |
| deFSKer.cnt_period | 5 |
| decoder.data_check | 5 |
| codeClk.counter | 4 |
| decoder.c_state | 4 |
| encoder.c_data | 4 |
| encoder.c_state | 4 |
| FSKer.cnt | 2 |
| codeClk.output_clk | 1 |
| deFSKer.c_data | 1 |
| deFSKer.c_out | 1 |
| deFSKer.p_data | 1 |
-- per-layer routing --
metal  vias to the layer above  global-route usage  part of all wire
li1                        792                   -                 -
met4                         0            0.007407            0.0054
met1                       695              0.2067              0.53
met2                        13              0.2239              0.45
met5                         -                   0                 0
met3                         2             0.01912             0.021
-- through the flow --
| step | utilization | cell area (µm²) | total power, µW | instances | setup WS [ns] |
|---|---|---|---|---|---|
| 2_1_floorplan | - | 2307 | 435.0 | 225 | 0.4367 |
| 3_3_place_gp | 0.4494 | 2490 | 467.2 | 305 | 0.5633 |
| 3_5_place_dp | 0.4494 | 2490 | 467.9 | 305 | 0.5474 |
| 4_1_cts | 0.4594 | 2545 | 787.6 | 309 | 0.5214 |
| 5_1_grt | 0.4594 | 2545 | 811.2 | 309 | 0.4681 |
| 6_report | 0.4594 | 2545 | 772.6 | 309 | 0.5324 |
-- power groups by stage --
stage,registers (µW),logic [µW],clock network (µW)
after global routing,425,38.0,348
final,425,31.6,316
after CTS,425,34.7,328
-- area by class of cell --
cell class	instances	area, µm²
timing repair buffer	13	120.1
clock buffer	4	55.05
multi-input combinational	161	1122
tap	72	90.09
inverter	15	56.30
sequential	44	1101
fill	530	2995
-- critical path, cell delays in order, from the launching register on --
cell and delay [ns]:
dfrtp_1 0.42, inv_1 0.09, ha_1 0.14, nor4b_2 0.24, mux2_2 0.37
-- cell families after synthesis --
logic type                 after synthesis  share of synthesized area
AOI/OAI and AO/OA                       45                     0.1220
xor gates and xnor gates                26                     0.1052
adders and majority gates               15                    0.08134
buffers and inverters                   20                    0.03633
DFF                                     44                     0.4772
muxes                                    9                    0.04013
and+or+nand+nor                         66                     0.1377
-- how the worst max path moves through the flow --
stage	from	end
CTS	deFSKer.cnt_period[0]	deFSKer.c_out
global route	deFSKer.cnt_period[0]	deFSKer.c_out
finish	deFSKer.cnt_period[0]	deFSKer.c_out
No activity file was given, so power comes from the tool's default toggle rates.
